**design.v**
```verilog
module apb_to_mem_interface (
  input         wire        clk,
  input         wire        reset,
  input         wire        psel_i,
  input         wire        penable_i,
  input         wire[9:0]   paddr_i,
  input         wire        pwrite_i,
  input         wire[31:0]  pwdata_i,
  output        wire[31:0]  prdata_o,
  output        wire        pready_o
);
  logic[31:0] rdata;
  logic       ready;
  logic        req_i;
  logic        req_rnw_i;  
  logic[3:0]   req_addr_i;
  logic[31:0]  req_wdata_i;
  logic        req_ready_o;
  logic[31:0]  req_rdata_o;
  memory_interface MI (
    .clk              (clk),
    .reset            (reset),
    .req_i            (req_i),
    .req_rnw_i        (req_rnw_i),
    .req_addr_i       (req_addr_i),
    .req_wdata_i      (req_wdata_i),
    .req_ready_o      (req_ready_o),
    .req_rdata_o      (req_rdata_o)
  );
  typedef enum logic[1:0] {IDLE, ACCESS, ERR='X} state_t;
  state_t cs;
  state_t ns;
  always_ff @(posedge clk) begin
    cs <= ns;
  end
  always_comb begin
    ns = ERR;
    ready = 1'b0;
    rdata = 32'h00000000;
    req_i = 1'b0;
    req_rnw_i = 1'b0;
    req_addr_i = 4'h0;
    req_wdata_i = 32'h00000000;
    if (reset) begin
      ns = IDLE;
    end else begin
      case(cs)
        IDLE: begin
          if (psel_i) begin
            ns = ACCESS;
          end else begin
            ns = IDLE;
          end
        end
        ACCESS: begin
          if (psel_i & penable_i) begin
            if (pwrite_i) begin  
              req_i = 1'b1;
              req_rnw_i = 1'b0;
              req_addr_i = paddr_i[3:0];
              req_wdata_i = pwdata_i;
              if (req_ready_o) begin
                req_i = 1'b0;  
                ready = 1'b1;
                ns = IDLE;
              end else begin
                ns = ACCESS;
              end
            end else begin  
              req_i = 1'b1;
              req_rnw_i = 1'b1;
              req_addr_i = paddr_i[3:0];
              if (req_ready_o) begin
                req_i = 1'b0;  
                rdata = req_rdata_o;
                ready = 1'b1;
                ns = IDLE;
              end else begin
                ns = ACCESS;
              end
            end
          end else begin
            ns = ACCESS;
          end
        end
        default: ns = ERR;
      endcase
    end
  end
  assign prdata_o = rdata;
  assign pready_o = ready;
endmodule
module memory_interface (
  input       wire        clk,
  input       wire        reset,
  input       wire        req_i,
  input       wire        req_rnw_i,     
  input       wire[3:0]   req_addr_i,
  input       wire[31:0]  req_wdata_i,
  output      wire        req_ready_o,
  output      wire[31:0]  req_rdata_o
);
  logic ready;
  logic[31:0] rdata;
  logic [15:0][31:0] mem;
  logic write_enable;
  initial begin
    for (int i = 0; i < 16; i++) begin
      mem[i] = 32'h00000000;
    end
  end
  always_ff @(posedge clk) begin
    if (write_enable) begin
      mem[req_addr_i] <= req_wdata_i;
    end
  end
  typedef enum logic[1:0] {IDLE, SETUP, ACCESS, ERR='X} state_t;
  state_t cs;
  state_t ns;
  always_ff @(posedge clk) begin
    cs <= ns;
  end
  always_comb begin
    ns = ERR;
    ready = 1'b0;
    rdata = 32'h00000000;
    write_enable = 1'b0;
    if (reset) begin
      ns = IDLE;
    end else begin
      case(cs)
        IDLE: begin
          if (req_i) begin
            ns = SETUP;
          end else begin
            ns = IDLE;
          end
        end
        SETUP: begin  
          ns = ACCESS;
        end
        ACCESS: begin
          ready = 1'b1;
          if (req_rnw_i) begin
            rdata = mem[req_addr_i];
          end else begin
            write_enable = 1'b1;
          end
          if (req_i) begin
            ns = SETUP;
          end else begin
            ns = IDLE;
          end
        end
        default: ns = ERR;
      endcase
    end
  end
  assign req_ready_o = ready;
  assign req_rdata_o = rdata;
endmodule
```
**run.sh**
```bash
#!/bin/bash
# OpenROAD 26Q1-2900-gdf79404cd8, Yosys 0.63+post, stock flow scripts
make -C /OpenROAD-flow-scripts/flow DESIGN_CONFIG=/design/flow/config.mk WORK_HOME=/design/flow/orfs finish
```
**config.mk**
```make
export PLATFORM = sky130hd
export DESIGN_NAME = apb_to_mem_interface
export DESIGN_NICKNAME = apb_to_mem_interface
export VERILOG_FILES = /design/flow/design.v
export SDC_FILE = /design/flow/constraint.sdc
export NUM_CORES = 4
export LEC_CHECK = 1
export CORE_UTILIZATION = 40
```
**constraint.sdc**
```tcl
current_design apb_to_mem_interface

set clk_period 73.2
set clk_io_pct 0.2

create_clock -name clk0 -period $clk_period [get_ports {clk}]

set non_clock_inputs [all_inputs -no_clocks]
set_input_delay [expr $clk_period * $clk_io_pct] -clock clk0 $non_clock_inputs
set_output_delay [expr $clk_period * $clk_io_pct] -clock clk0 [all_outputs]
```
==> out/qor.rpt <==
SETUP PATH
-------------------------------------------------------------------------------------
CP Data Arrival Time                                                         18.22 ns
Max stage delay cell, worst path                                         clkdlybuf4s50_1
Type of element capturing the critical path                               output port
Worst Path Required                                                          58.56 ns
Worst setup path class                                                      in -> out
Worst setup SP type                                                        input port
Count of buffer and inverter cells on the critical path                             4
Biggest cell delay along the critical path                                    0.70 ns
Cells traversed along the worst timing path                              clkdlybuf4s50_1 > nand4b_4 > buf_4 > buf_4 > and2_1 > o22ai_1 > a22oi_1 > clkdlybuf4s50_1
Largest driver fanout on the critical path                                         53
Dominant delay contributor by cell family on the critical path           buffers and inverters

PWR
-------------------------------------------------------------------------------------
Final Total Pwr                                                              0.605 mW
Internal power                                                               0.474 mW
Lkg Pwr                                                                       10.2 nW
IR Drop Worst-Case VDD                                                        19.6 µV
Relative contribution of combinational cells to total power                      4.2%
Share of total power in the clock network                                       42.4%
Net Switching                                                                0.131 mW
Power share of the sequential group                                             53.4%
Share of total power consumed by net switching                                  21.6%
Total power per unit cell area                                            20.5 nW/µm²

CLOCKING
-------------------------------------------------------------------------------------
CTS root buf                                                                clkbuf_16
H-tree Lvls                                                                         2
Number of buffers inserted to repair setup after CTS                                0
Quantity of gates resized following cts                                             0
TritonCTS clock tree                                                             done
Number of hold buffers added after cts                                              0
Clk pin slew, worst setup/hold paths                                          0.05 ns
Longest Clk Path Bufs                                                               3
Late-Pin Clk Latency                                                          0.63 ns
Clock sink total                                                                  517
Number of CTS-inserted buffers                                                     56

STA
-------------------------------------------------------------------------------------
Setup clock skew after layout                                               0.0246 ns
Fmax achieved                                                                30.4 MHz
Summed negative setup slack over all endpoints                                   0 ns
RSZ-0062 raised after global routing                                               no
Hold Worst Slack                                                             0.441 ns
Final setup violation count                                                         0
Slew at the pin closest to its max-slew limit                                0.918 ns
Minimum clock period                                                         32.86 ns
Final period utilization                                                        44.9%
Final Max Slew Viols                                                                0
Final Hold Viols                                                                    0
Worst relative slew slack                                                       38.6%

FLOORPLAN
-------------------------------------------------------------------------------------
Std-Cell Rows                                                                      94
Io pins                                                                            80
Die area                                                                    67400 µm²
Die boundary height                                                            260 µm
Width of the die                                                               260 µm
Floorplan-stage core utilization                                                40.4%
Area of the core region                                                     65700 µm²

GRT
-------------------------------------------------------------------------------------
GRT Resource Usage Total                                                        23.4%
Via count of the first global-routing pass                                      18841
Largest net degree at the start of global routing                                 137
Number of antenna violations at the first check in global routing                   1
Global-route wire length before repair                                      112000 µm
Overflow left after global routing                                                  0

PLACEMENT
-------------------------------------------------------------------------------------
Gpl congestion                                                                  0.826
Tally of buffers added on design ports                                             73
DP HPWL                                                                      41500 µm
Dpl cell area                                                               27900 µm²

DRT
-------------------------------------------------------------------------------------
Total via count in the routed design                                            18470
Sum of routed wire length over all layers                                    73800 µm
Wire length per cell                                                          23.6 µm
Vias per inst                                                                    5.90
Count of routing violations after the opening detailed-route iteration           1264
Drt pass-1 iters                                                                    5
DRT antenna net count                                                               0
Total DRC errors in the routed layout                                               0

FINISH
-------------------------------------------------------------------------------------
Final standard cell area without fillers                                    29500 µm²
Synth-to-Final Area Change                                                      11.0%
Share of post-route cells with drive strength above 1                           12.7%
Final-layout fill cell count                                                     5777
Area taken by multi-input logic gates                                       10100 µm²
Reg area                                                                    15500 µm²

SYNTH
-------------------------------------------------------------------------------------
Netlist Area Pre-Place                                                      26500 µm²
Post-synth seq share                                                            58.3%
Yosys cell count                                                                 2273
Chip area in the Yosys report                                               26500 µm²
Synthesis Warnings                                                                  2
Proportion of synthesized flip-flops having asynchronous set or reset              0%
Most used flip-flop cell                                                     edfxtp_1
Distinct cell type count after synthesis                                           41
Number of enable flip-flop cells                                                  512
Synth Register Bits                                                               517
Mean Syn Cell Area                                                           11.7 µm²
Count of mapped cells out of synthesis                                           2273

HOLD PATH
-------------------------------------------------------------------------------------
Worst min-delay path category                                              reg -> reg

JOB
-------------------------------------------------------------------------------------
Total of max-cap violations                                                         0
Count of warning messages emitted by the tools                                     33

STATUS
-------------------------------------------------------------------------------------
Run status                                                               complete, no violations

-- path summary, 6_finish.rpt --
path              startpoint  slack, ns          end  cells after the start
hold / removal      MI.cs[2]       0.44     MI.cs[1]                      1
setup / recovery       reset      40.34  prdata_o[0]                      8
setup reg to reg       cs[1]      68.33  MI.mem[170]                      8
hold reg to reg     MI.cs[2]       0.44     MI.cs[1]                      1
-- cell usage in the layout, fill, tap and decap left out, types with 34 or more instances in the layout --
master           count
o21ai_1             38
mux2_2             145
and3_1              34
mux2i_1            192
nand2_1            385
edfxtp_1           512
o22ai_1             96
buf_4               55
o21ai_0            346
clkbuf_16           56
clkdlybuf4s50_1     68
-- stage by stage --
stage / utilization [%] / std cells / worst slack [ns]
after floorplan: - / 2273 / 21.49
after global placement: 42.4 / 3040 / 40.37
after detailed placement: 42.4 / 3040 / 40.37
after CTS: 44.8 / 3128 / 40.35
after global routing: 44.8 / 3129 / 40.09
final: 44.8 / 3129 / 40.34
-- cells by family after synthesis --
logic type	share of synthesized area, %
AND-OR/OR-AND	15.6
adder cells (fa/ha/maj)	0.0471
buffers and inverters	3.73
flip-flops	58.3
multiplexers	14.1
AND/OR/NAND/NOR	8.22
-- area by class of cell --
class / instances / area share [%]
timing repair buffer: 129 / 3.95
clock inverter: 12 / 0.374
sequential: 517 / 52.5
clock buffer: 76 / 5.01
antenna: 1 / 0.00850
inverter: 2 / 0.0255
tap: 864 / 3.67
multi-input combinational: 1528 / 34.4
-- routing by layer --
layer / global-route usage (%) / wire length (µm)
met5: 0.570 / 0
met4: 6.80 / 2620
met3: 12.6 / 8980
met2: 34.1 / 33400
met1: 31.7 / 28800
-- synth_stat cells (16+ instances only) --
cell         n  area [µm²]
and3_1      34         213
o32a_1      32         320
edfxtp_1   512       15400
o21bai_1    32         240
a211oi_1    32         240
o21ai_1     38         190
o2bb2ai_1   31         272
o21ai_0    346        1730
nand2_1    388        1460
a22oi_1     33         248
o2111ai_1   32         280
mux2i_1    192        1920
mux2_2     145        1630
and2_1      34         213
buf_2       81         405
clkbuf_1   133         499
o22ai_1     96         601
mux2_1      16         180
-- power groups by stage --
stage                 sequential (mW)  combinational [mW]  clock, mW
after CTS                       0.323              0.0256      0.262
final                           0.323              0.0256      0.256
after global routing            0.323              0.0273      0.272
-- sequential cells by signal (all words and copies together) (netlist names) --
| signal | count |
|---|---|
| MI.cs | 3 |
| MI.mem | 512 |
| cs | 2 |
No activity file was given, so power comes from the tool's default toggle rates.
