$ cat design/flow/config.mk
export PLATFORM = sky130hd
export DESIGN_NAME = rotate_left_operator
export DESIGN_NICKNAME = rotate_left_operator
export VERILOG_FILES = /design/flow/design.v
export SDC_FILE = /design/flow/constraint.sdc
export NUM_CORES = 4
export LEC_CHECK = 1
export CORE_AREA = 10 10 100 100
export DIE_AREA = 0 0 110 110
$ cat design/flow/constraint.sdc
current_design rotate_left_operator

set clk_period 4.4
set clk_io_pct 0.2

create_clock -name clk0 -period $clk_period

set non_clock_inputs [all_inputs -no_clocks]
set_input_delay [expr $clk_period * $clk_io_pct] -clock clk0 $non_clock_inputs
set_output_delay [expr $clk_period * $clk_io_pct] -clock clk0 [all_outputs]
$ cat design/flow/design.v
module rotate_left_operator #(
    parameter SIZE = 16,  
    parameter SHAMT_SIZE = $clog2(SIZE)  
)(
    input  wire [SIZE-1:0]       data_i                 ,  
    input  wire [SHAMT_SIZE-1:0] shamt_i                ,  
    output wire [SIZE-1:0]       result_by_shift_o      ,  
    output wire [SIZE-1:0]       result_by_borders_o       
);
    logic[SIZE-1:0] result_by_borders;
    logic[SIZE-1:0] result_by_shift;
    logic[SIZE-1:0] first_im;
    logic[SIZE-1:0] second_im;
    assign first_im = data_i << shamt_i;
    assign second_im = data_i >> (SIZE - shamt_i);
    assign result_by_shift = first_im | second_im;
    assign result_by_shift_o = result_by_shift;
    always_comb begin
      for (int i = 0; i < SIZE; i++) begin
        if (shamt_i <= i) begin
          result_by_borders[i] = data_i[i-shamt_i];
        end else begin  
          result_by_borders[i] = data_i[SIZE+i-shamt_i];
        end
      end
    end
    assign result_by_borders_o = result_by_borders;
endmodule
$ cat design/flow/run.sh
#!/bin/bash
# OpenROAD 26Q1-2900-gdf79404cd8, Yosys 0.63+post, stock flow scripts
make -C /OpenROAD-flow-scripts/flow DESIGN_CONFIG=/design/flow/config.mk WORK_HOME=/design/flow/orfs finish
==> impl_metrics.csv <==
group,metric,value,unit
outcome,status,"completed",
min_path,hold_path.class,"in -> out",
cells_and_area,fill_cells,751,
yosys,synth_dominant_cell_count,"nand2_1",
clock_network,cts_setup_buffers,0,
placed_design,io_buffer_count,52,
setup_path,crit_path_end_kind,"primary output",
setup_path,critPathMaxStageDelay,0.55,ns
routing,vias,3195,
global_routing,antenna_found_initial,0,
setup_path,critPathKind,"in -> out",
power,switching_share,45.55,%
power,combPwrFrac,100.0,%
power,finalPower,0.6036,mW
cells_and_area,layout-drive-gt1-share,23.37,%
placed_design,dp_hpwl,8568,um
yosys,common_cells,"nand2_1, mux2i_1, nor2_1",
routing,wl_met1,5110,um
power,pwr-share-clk,0,%
setup_path,crit_chain,"clkdlybuf4s50_1 -> buf_12 -> xor2_4 -> buf_4 -> mux2i_2 -> mux2i_1 -> a221o_1 -> clkdlybuf4s50_1",
cells_and_area,area_growth,35.99,%
routing,met3_length,801,um
die,fp_util,36.15,%
placed_design,place.gp.congestion,1.048,
global_routing,grt_overflow,0,
power,power.density,157.2,nW/um^2
sta,setup_slack,0.1165,ns
yosys,synth_area,2823,sq um
yosys,yosys_area,2823,sq um
setup_path,crit_fanout,31,
sta,period_used_share,97.35,%
setup_path,cp.required,3.52,ns
cells_and_area,regArea,0,sq um
global_routing,grt_max_degree,49,
yosys,postSynthAreaPerCell,7.588,sq um
flow_run,warnings,43,
yosys,postSynthCellCount,372,
routing,avgViaCountPerCell,5.841,
die,io_pins,52,
yosys,yosys-top-cells-area,"mux2i_1, mux4_2, ha_1",
routing,antenna_cells,0,
routing,drcViolationCount,0,
routing,drtAntennaViolNets,0,
yosys,ys_cells,372,
yosys,yosysWarnings,1,
clock_network,ctsHoldBuffers,0,
setup_path,cpMaxStageDelayCell,"clkdlybuf4s50_1",
placed_design,place_ws,-0.06791,ns
power,internal_power,0.3286,mW
routing,top_layer,"met4",
cells_and_area,clockBufferCount,0,
sta,hold_violations,0,
yosys,top_area_cell,"mux2i_1",
global_routing,grt_pass1_wl,16920,um
setup_path,start_kind,"primary input",
routing,wl,10880,um
routing,avgRoutedWirePerCell,19.90,um
global_routing,track_usage,17.82,%
flow_run,maxCapViolations,0,
cells_and_area,logic_area,2730,sq um
die,die_h,110,um
sta,fmax,233.5,MHz
power,power.leakage,1.637,nW
routing,first_iter_violations,294,
sta,setup_viol,0,
die,core_area,7807,sq um
global_routing,grt_pass1_vias,3031,
sta,maxSlewHeadroom,61.39,%
yosys,top_area_share,14.89,%
die,die-area,12100,sq um
yosys,synth_cell_types,58,
sta,fin_crit,4.283,ns
setup_path,cpMostUsedCell,"clkdlybuf4s50_1",
die,die_w,110,um
setup_path,critPathArrivalTime,3.40,ns
routing,dr.pass1.iters,7,
power,switchingPower,0.2749,mW
die,rows,32,
yosys,synth_seq_share,0,%
power,peakVddDrop,62.71,uV
sta,tightest_slew,0.5791,ns
sta,maxSlewViolCount,0,
cells_and_area,seq_cells,0,
power,seqPwrFrac,0,%
routing,dr_wl_met2,4836,um
==> metal layers <==
| metal | global-route usage (%) | up-vias |
|---|---|---|
| li1 | - | 1545 |
| met1 | 26.73 | 1518 |
| met2 | 27.35 | 121 |
| met3 | 2.644 | 11 |
| met4 | 2.045 | 0 |
| met5 | 0 | - |
==> worst max-delay path, delay by kind of cell <==
kind,cells,cell delay (ns)
buf+inv,4,1.42
mux,2,0.49
compound gates,1,0.32
xor+xnor,1,0.28
==> through the flow <==
step	utilization [%]	hold slack, ns	setup TNS [ns]	std cells	instance area [sq um]
finish	49.17	2.840	0	547	3839
global route	49.17	2.904	-0.007049	547	3839
CTS	48.06	2.865	0	547	3752
detailed placement	47.61	2.852	-0.1615	547	3717
global placement	47.61	2.868	-0.2780	547	3717
floorplan	-	1.971	0	372	2823
==> cell families after synthesis <==
family | share of synthesized area [%]
AND/OR/NAND/NOR | 25.40
adder cells (fa/ha/maj) | 11.97
AND-OR/OR-AND | 18.00
multiplexers | 33.64
buffers and inverters | 7.004
XOR/XNOR | 3.989
==> worst paths after layout <==
check	start	endpoint	slack [ns]	cells past startpoint
worst max-delay path	shamt_i[2]	result_by_shift_o[0]	0.12	8
worst min-delay path	shamt_i[1]	result_by_shift_o[5]	2.84	6
==> repair_timing <==
item | CTS | global route
endpoints found under the setup margin | 9 | 20
pin swaps | 1 | 0
resized | 8 | 20
==> power by group through the flow <==
stage	clock, mW	sequential [mW]	combinational [mW]
6_report	0	0	0.604
4_1_cts	0	0	0.586
5_1_grt	0	0	0.658
==> cell type report <==
cell class | count | area share [%]
multi-input cells | 332 | 71.12
repair buffers | 100 | 24.22
well taps | 102 | 3.325
inverters | 13 | 1.336
==> cells in the final DEF, fill, tap and decap left out, types with 5 or more instances in the layout <==
cell type / instances
buf_4: 43
a22oi_1: 5
xnor2_1: 5
nand2_1: 52
mux2i_1: 37
mux2_2: 11
nor3b_1: 8
inv_1: 10
nor3_1: 5
nand3_1: 17
mux4_2: 16
clkdlybuf4s50_1: 50
ha_1: 25
o21ai_0: 12
nor2b_1: 8
nor2_1: 34
a21oi_1: 21
Power is estimated from default activity; no workload was simulated.
