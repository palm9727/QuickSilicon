===== run.sh =====
#!/bin/bash
# OpenROAD 26Q1-2900-gdf79404cd8, Yosys 0.63+post, stock flow scripts
make -C /OpenROAD-flow-scripts/flow DESIGN_CONFIG=/design/flow/config.mk WORK_HOME=/design/flow/orfs finish

===== config.mk =====
export PLATFORM = sky130hd
export DESIGN_NAME = fifo_flush
export DESIGN_NICKNAME = fifo_flush
export VERILOG_FILES = /design/flow/design.v
export SDC_FILE = /design/flow/constraint.sdc
export NUM_CORES = 4
export LEC_CHECK = 1
export CORE_UTILIZATION = 30

===== constraint.sdc =====
current_design fifo_flush

set clk_period 6.9
set clk_io_pct 0.2

create_clock -name clk0 -period $clk_period [get_ports {clk}]

set non_clock_inputs [all_inputs -no_clocks]
set_input_delay [expr $clk_period * $clk_io_pct] -clock clk0 $non_clock_inputs
set_output_delay [expr $clk_period * $clk_io_pct] -clock clk0 [all_outputs]

===== design.v =====
module fifo_flush (
  input   logic         clk,
  input   logic         reset,
  input   logic         fifo_wr_valid_i,
  input   logic [3:0]   fifo_wr_data_i,
  output  logic         fifo_data_avail_o,
  input   logic         fifo_rd_valid_i,
  output  logic [31:0]  fifo_rd_data_o,
  input   logic         fifo_flush_i,
  output  logic         fifo_flush_done_o,
  output  logic         fifo_empty_o,
  output  logic         fifo_full_o
);
  logic [2:0] wr_row_ptr_q;
  logic [2:0] nxt_wr_row_ptr;
  logic [2:0] wr_col_ptr_q;
  logic [2:0] nxt_wr_col_ptr;
  logic [2:0] flush_row_ptr_q;
  logic [2:0] nxt_flush_row_ptr;
  logic [2:0] flush_col_ptr_q;
  logic [2:0] nxt_flush_col_ptr;
  logic flush_entire_row;
  logic nxt_fifo_flush;
  logic fifo_flush_q;
  logic flush_ptr_en;
  logic fifo_flush_done;
  logic [2:0] rd_row_ptr_q;
  logic [2:0] nxt_rd_row_ptr;
  logic [31:0] fifo_data_q [3:0];
  logic [3:0] nxt_fifo_data;
  logic [7:0] fifo_wr_en;
  logic fifo_empty;
  logic fifo_full;
  logic [2:0] fifo_data_cntr_q;
  logic [2:0] nxt_fifo_data_cntr;
  logic inc_cntr;
  logic dec_cntr;
  logic fifo_data_avail;
  logic [31:0] fifo_rd_data;
  always_ff @(posedge clk or posedge reset) begin
    if (reset) begin
      wr_row_ptr_q <= 3'h0;
      wr_col_ptr_q <= 3'h0;
    end else if (fifo_wr_valid_i | flush_entire_row) begin
      wr_row_ptr_q <= nxt_wr_row_ptr;
      wr_col_ptr_q <= nxt_wr_col_ptr;
    end
  end
  assign nxt_wr_row_ptr = (fifo_wr_valid_i & (&wr_col_ptr_q)) | flush_entire_row ? wr_row_ptr_q + 3'h1 :
                          wr_row_ptr_q;
  assign nxt_wr_col_ptr = flush_entire_row ? 3'h0 : wr_col_ptr_q + 3'h1;
  always_ff @(posedge clk or posedge reset)
    if (reset)
      rd_row_ptr_q <= 3'h0;
    else if (fifo_rd_valid_i)
      rd_row_ptr_q <= nxt_rd_row_ptr;
  assign nxt_rd_row_ptr = rd_row_ptr_q + 3'h1;
  always_ff @(posedge clk or posedge reset) begin
    if (reset) begin
      flush_row_ptr_q <= 3'h0;
      flush_col_ptr_q <= 3'h0;
    end else if (flush_ptr_en) begin
      flush_row_ptr_q <= nxt_flush_row_ptr;
      flush_col_ptr_q <= nxt_flush_col_ptr;
    end
  end
  assign nxt_flush_row_ptr = flush_entire_row ? wr_row_ptr_q :
                                                wr_row_ptr_q - 3'h1;
  assign nxt_flush_col_ptr = (fifo_wr_valid_i & (~&wr_col_ptr_q)) ? wr_col_ptr_q + 3'h1:
                             (flush_entire_row)                   ? wr_col_ptr_q:
                                                                    3'h7;
  assign flush_ptr_en = fifo_flush_i & ~fifo_flush_q;
  always_ff @(posedge clk or posedge reset)
    if (reset)
      fifo_flush_q <= 1'b0;
    else
      fifo_flush_q <= nxt_fifo_flush;
  assign nxt_fifo_flush = fifo_flush_i & ~fifo_flush_done;
  assign flush_entire_row = (|wr_col_ptr_q | fifo_wr_valid_i) & flush_ptr_en;
  assign nxt_fifo_data = fifo_wr_data_i;
  for (genvar i = 0; i < 8; i++) begin
    assign fifo_wr_en[i] = fifo_wr_valid_i & (wr_col_ptr_q == i[2:0]);
  end
  for (genvar i = 0; i < 8; i++) begin
    always_ff @(posedge clk)
      if (fifo_wr_en[i])
        fifo_data_q[wr_row_ptr_q[1:0]][i*4+:4] <= nxt_fifo_data;
  end
  assign fifo_empty = (rd_row_ptr_q[2:0] == wr_row_ptr_q[2:0]) & 
                      (~|wr_col_ptr_q[2:0]);
  assign fifo_full = (rd_row_ptr_q[1:0] == wr_row_ptr_q[1:0]) &
                     (rd_row_ptr_q[2] != wr_row_ptr_q[2])     &
                     (~|wr_col_ptr_q[2:0]);
  always_ff @(posedge clk or posedge reset)
    if (reset)
      fifo_data_cntr_q <= 3'h0;
    else
      fifo_data_cntr_q <= nxt_fifo_data_cntr;
  assign inc_cntr = (&wr_col_ptr_q) & fifo_wr_valid_i;
  assign dec_cntr = (|fifo_data_cntr_q) & fifo_rd_valid_i;
  assign nxt_fifo_data_cntr = (inc_cntr & dec_cntr) ? fifo_data_cntr_q:
                              (inc_cntr)            ? fifo_data_cntr_q + 3'h1:
                              (dec_cntr)            ? fifo_data_cntr_q - 3'h1:
                                                      fifo_data_cntr_q;
  assign fifo_data_avail = (|fifo_data_cntr_q) | 
                           (fifo_flush_q & (~fifo_empty | ~fifo_flush_done));
  assign fifo_flush_done = (fifo_flush_q & fifo_rd_valid_i) &
                           (rd_row_ptr_q[2:0] == flush_row_ptr_q[2:0]);
  for (genvar i = 0; i < 8; i++) begin
    assign fifo_rd_data[i*4+:4] = fifo_flush_q ? 
                                  ((rd_row_ptr_q[2:0] == flush_row_ptr_q[2:0]) & (flush_col_ptr_q[2:0] <= i[2:0]) & ~(&flush_col_ptr_q)) ?
                                  4'hC :
                                  fifo_data_q[rd_row_ptr_q[1:0]][i*4+:4]:
                                  fifo_data_q[rd_row_ptr_q[1:0]][i*4+:4];
  end
  assign fifo_data_avail_o = fifo_data_avail;
  assign fifo_rd_data_o = fifo_rd_data;
  assign fifo_empty_o = fifo_empty;
  assign fifo_full_o = fifo_full;
  assign fifo_flush_done_o = fifo_flush_done;
endmodule

==> Changelog: implementation <==
### Implementation results

* Status: finished, final reports clean
* Register share of total power at 38.0%
* Synth unique cells at 47
* Mapped Avg Cell Area at 17.8 um2
* DP HPWL at 7600 um
* Min-Delay Startpoint: fifo_data_cntr_q[2]
* Filler Cell Count at 1,889
* Drt drc at 0
* Setup-failing EPs final at 0
* Switching Fraction at 28.0%
* Dpl cell area at 7040 um2
* Root Buffer: clkbuf_16
* CP max FO at 5
* Slew margin rel. at 47.1%
* Fin Setup TNS at 0 ps
* Critical Path Max Stage Delay at 580 ps
* Worst Setup Start Kind: input pin
* CTS tree: yes
* Met1 usage at 16.1%
* WHS Endpoint: fifo_data_cntr_q[2]
* Crit end category: output pin
* FF-to-FF path depth at 7
* Tmin final at 4110 ps
* Logic area at 1870 um2
* Post-CTS sizing at 0
* Core area at 20,400 um2
* Slew Limit Fails at 0
* Share of layout cells above drive strength 1 at 19.0%
* Number of global-route vias before repair at 3,506
* Gr ovfl total at 0
* P per Cell Area at 396 nW/um2
* First-pass GRT wire length at 19,000 um
* Post-synth ARST share at 12.9%
* Area Growth Syn to Fin at 20.4%
* Hold path depth at 1
* Hold_buf cts at 0
* Pwr Total at 3.01 mW
* Worst R2R End: fifo_data_cntr_q[2]
* Clock transition at the registers of the reported paths at 50 ps
* Most frequent CP cell: clkdlybuf4s50_1
* Hold Path Class: reg -> reg
* Die H at 147 um
* Final core occ at 37.2%
* Yosys cell count at 355
* Final hold vios at 0
* Row count at 52
* Dominant flop cell: edfxtp_1
* Max-cap violations at 0
* R2r setup slk at 4650 ps
* Initial antenna violation count at 0
* Worst path bufs/invs at 3
* Pint at 2.17 mW
* Top Usage Layer GRT: met2
* P_leak at 2.64 nW
* Sequential element share of the synthesized area at 68.4%
* Slowest cell on the critical path: clkdlybuf4s50_1
* Global Route met3 Usage at 8.37%
* Num ports at 45
* Chip area at 21,600 um2
* Peak Freq at 0.243 GHz
* Setup WS post-layout at 2790 ps
* Post-CTS Setup Repair Bufs at 0
* Largest net degree at the start of global routing at 36
* Die Width at 147 um
* Yosys warns at 1
* Post-route cell area at 7610 um2
* Max Root-Sink Buffers at 2
* Clock Power Share at 29.0%
* I/O Buffers at 44
* Htree depth at 4
* Post-place setup slack at 2780 ps
* Maximum vdd drop at 0.298 mV
* WS Path Type: in -> out
* Clock latency (worst-skew pair) at 420 ps
* Area of the mapped netlist at 6320 um2
* WP data arrival at 2730 ps
* DR WL/cell at 17.0 um
* Num CTS Buffers at 17
* Vias at 3,199
* Register area at 4320 um2
* Yosys chip area at 6320 um2
* CP required at 5520 ps
* Count of tool warnings at 32
* Psw at 843 uW
* Synth Register Bits at 147
* Gpl congestion at 0.814
* Number of enable flip-flop cells at 128
* Skew final at 8.14 ps
* RSZ-0062 raised after global routing: no
* Crit share post-route at 59.6%
* Final antenna-violating net count at 0
* Avg Vias per Cell at 4.63
* Reg-to-Reg Start: wr_col_ptr_q[0]
* Overall Global Routing Usage at 12.2%
* Combinational cell fraction of total power at 33.0%
* Starting DRT DRC Count at 172
* Total wire length at 11,800 um
* Cell family with most CP delay: buffers and inverters
* Least-Margin Pin Slew at 790 ps
* Syn Inst Count at 355
* Detailed Routing Iterations Pass 1 at 4
* Fp_density at 30.9%
* Cells along the critical path: clkdlybuf4s50_1, inv_1, nor3_1, a2bb2oi_1, clkdlybuf4s50_1
* TritonCTS Sinks at 147
* Grt met2 use at 18.0%
* Diode count at 0
[metal layers]
metal  wire length [um]  vias to the layer above
met2               5490                      149
li1                   -                     1480
met5                  0                        -
met3               1410                       10
met1               4760                     1560
met4                114                        0
[per-stage QoR]
| step | std cells | hold WS [ps] |
|---|---|---|
| final | 691 | 473 |
| after global routing | 691 | 500 |
| after CTS | 691 | 476 |
| after detailed placement | 660 | 469 |
| after global placement | 660 | 465 |
| after floorplan | 355 | 447 |
[sequential cells by signal, summed over array words and instances (netlist names)]
name and cells:
flush_row_ptr_q 3, wr_row_ptr_q 3, fifo_data_cntr_q 3, fifo_flush_q 1, fifo_data_q 128, flush_col_ptr_q 3, rd_row_ptr_q 3, wr_col_ptr_q 3
[logic make-up (layout without fill, tap and decap cells)]
family,count (synthesis),in the layout,synth area share [%]
buffers and inverters,22,88,2.06
muxes,35,35,11.9
adders and majority gates,12,12,2.50
and+or+nand+nor,104,104,10.3
xor gates and xnor gates,16,16,2.57
AOI/OAI and AO/OA,19,19,2.34
DFF,147,147,68.4
[worst register-to-register path, cell delays in order (launching register included)]
cell and delay, ps:
dfrtp_1 460, ha_1 230, ha_1 320, nand2_1 200
fa_1 450, and3_1 190, mux2i_1 180, xnor2_1 130
[layout make-up]
cell class              count  area share (%)
clock buffers              19            5.69
inverters                   7           0.345
multi-input cells         186            24.6
well taps                 270            4.44
clock inverters            12            1.76
repair buffers             50            6.38
flip-flops and latches    147            56.8
[cell usage after synthesis, types with 2 or more instances]
cell type / number / area (um2)
a211oi_1: 2 / 15.0
mux4_2: 32 / 721
and3_1: 24 / 150
or2_1: 15 / 93.8
inv_1: 7 / 26.3
nor3_1: 3 / 15.0
nand2_1: 12 / 45.0
nand3_1: 2 / 10.0
nor2_1: 6 / 22.5
buf_2: 5 / 25.0
ha_1: 11 / 138
a21o_1: 2 / 15.0
clkbuf_1: 5 / 18.8
and2_1: 12 / 75.1
buf_8: 2 / 30.0
o31ai_1: 3 / 22.5
xor2_1: 3 / 26.3
nor2b_1: 20 / 125
o21ai_0: 4 / 20.0
dfrtp_1: 19 / 475
a21oi_1: 2 / 10.0
buf_6: 2 / 22.5
edfxtp_1: 128 / 3840
xnor2_1: 10 / 87.6
xnor2_2: 2 / 32.5
[worst max path at each step]
stage	from	end	slack (ps)	cells past startpoint
finish	fifo_rd_valid_i	fifo_data_avail_o	2790	5
global route	rd_row_ptr_q[0]	fifo_full_o	2610	5
CTS	rd_row_ptr_q[0]	fifo_rd_data_o[19]	2770	4
[power groups by stage]
stage | clock [mW] | sequential [mW] | combinational [mW]
after CTS | 0.889 | 1.15 | 1.02
final | 0.873 | 1.15 | 0.994
after global routing | 0.930 | 1.16 | 1.11
[placed cells by master, fill, tap and decap left out, types with 4 or more instances in the layout]
cell and count:
and2_1 12, and3_1 24, buf_4 6, clkbuf_16 17, clkdlybuf4s50_1 44, clkinvlp_4 4, dfrtp_1 18, edfxtp_1 128
ha_1 11, inv_1 7, mux4_2 32, nand2_1 12, nor2_1 6, nor2b_1 20, o21ai_0 4, or2_1 15
xnor2_1 10
Power is estimated from default activity; no workload was simulated.
